===== design/flow/run.sh =====
#!/bin/bash
# OpenROAD 26Q1-2900-gdf79404cd8, Yosys 0.63+post, stock flow scripts
make -C /OpenROAD-flow-scripts/flow DESIGN_CONFIG=/design/flow/config.mk WORK_HOME=/design/flow/orfs finish

===== design/flow/config.mk =====
export PLATFORM = sky130hd
export DESIGN_NAME = FSM
export DESIGN_NICKNAME = FSM
export VERILOG_FILES = /design/flow/design.v
export SDC_FILE = /design/flow/constraint.sdc
export NUM_CORES = 4
export LEC_CHECK = 1
export CORE_AREA = 10 10 70 70
export DIE_AREA = 0 0 80 80

===== design/flow/constraint.sdc =====
current_design FSM

set clk_period 1.4
set clk_io_pct 0.2

create_clock -name clk0 -period $clk_period [get_ports {clk}]

set non_clock_inputs [all_inputs -no_clocks]
set_input_delay [expr $clk_period * $clk_io_pct] -clock clk0 $non_clock_inputs
set_output_delay [expr $clk_period * $clk_io_pct] -clock clk0 [all_outputs]

===== design/flow/design.v =====
module FSM (
input  wire        X, 
input  wire        Y,
input  wire        rst,
input  wire        clk,
output reg         unlock
);
localparam  [2:0]    IDLE = 3'b000,
                     state_1 = 3'b001,
                     state_2 = 3'b011,
					 state_3 = 3'b010,
					 state_4 = 3'b110,
					 Exit = 3'b111 ;
reg    [2:0]         current_state,
                     next_state ;
always @(posedge clk or negedge rst)
 begin
  if(!rst)
   begin
     current_state <= IDLE ;
   end
  else
   begin
     current_state <= next_state ;
   end
 end
always @(*)
 begin
  case(current_state)
  IDLE     : begin
              if(X)
			   next_state = IDLE ;
			  else if (Y)
               next_state = state_1 ;
              else
               next_state = IDLE ;			  
             end
  state_1       : begin
              if(X)
			   next_state = IDLE ;
			  else if (Y)
               next_state = state_2 ;
              else
               next_state = state_1 ;	   
            end
  state_2     : begin
              if(X)
			   next_state = state_3 ;
			  else if (Y)
               next_state = IDLE ;
              else
               next_state = state_2 ;	    
            end
  state_3    : begin
              if(X)
			   next_state = IDLE ;
			  else if (Y)
               next_state = state_4 ;
              else
               next_state = state_3 ;	    
            end
  state_4   : begin
             if(X)
			   next_state = Exit ;
		     else if (Y)
               next_state = IDLE ;
             else
               next_state = state_4 ;	   
            end			 
  Exit  : begin
               next_state = IDLE ;
            end	
  default :   next_state = IDLE ;		 
  endcase
end	
always @(*)
 begin
  case(current_state)
  IDLE     : begin
              unlock   =  1'b0 ;		  
             end
  state_1       : begin
              unlock   =  1'b0 ;
             end	
  state_2      : begin
              unlock   =  1'b0 ;	   
             end
  state_3     : begin
              unlock   =  1'b0 ;	   
             end
  state_4    : begin
              unlock   =  1'b0 ;		   
             end			 
  Exit   : begin
              unlock   =  1'b1 ;	
             end	
  default  : begin
              unlock   =  1'b0 ;
             end			  
  endcase
 end	
endmodule					 

==> flow_summary.yaml <==
# physical design summary
status:
  status: "completed"
power:
  p_int_mw: 0.329
  total_leakage_power_nw: 0.165
  swShare: 0.221
  p_switching_mw: 0.0935
  power_density_nw_per_um2: 1070
  p_comb_frac: 0.118
  power_frac_clock: 0.407
  seq_power_share: 0.475
  ir_drop_uv: 211
  p_total_mw: 0.422
cells_and_area:
  syn_to_final_growth_pct: 41.7
  fin_area_um2: 395
  reg_top3: "current_state x6"
  fillers: 394
  final_core_util: 0.116
  largest_reg_flops: 6
  instances_no_fill: 77
  regMostFlops: "current_state"
  drive_gt1_frac: 0.290
timing:
  setup-tns-final_ns: 0
  fmax_mhz: 752
  slew_headroom: 0.800
  finalClockSkew_ns: 0.00497
  hold_viol: 0
  period_used_share: 0.950
  worst_slew_pin_slew_ns: 0.300
  setup_slack_ns: 0.0697
  fin_crit_ns: 1.33
  drv_slew: 0
  setup_violations: 0
  grt_setup_unrepaired: "false"
  hold_slack_ns: 0.270
setup_path:
  worstPathRequired_ns: 1.12
  slowest_stage: "clkdlybuf4s50_1"
  cp_max_fo: 2
  critPathLaunchType: "flop"
  cp_num_buf_inv: 1
  slowest_delay_ns: 0.47
  crit_chain: "clkdlybuf4s50_1"
  timing.rr.end: "current_state[0]"
  r2r_cells: 3
  cp.arrival_ns: 1.05
  end_kind: "output port"
  crit_family: "buffers and inverters"
  critical_path_class: "flop to output port"
  regToRegSetupSlack_ns: 0.53
  rr_startpoint: "current_state[3]"
placement:
  postPlaceCellArea_um2: 362
  port_buffers: 4
  place_hpwl_um: 371
  pre_cts_ws_ns: 0.0792
  place_inst: 72
  routabilityCongestion: 0.767
floorplan:
  fp_util: 0.0817
  core_um2: 3420
  rows: 21
  ioPinCount: 5
  die_width_um: 80
  die_area_um2: 6400
  die_h_um: 80
logic_synthesis:
  synth_top_cell_by_area: "dfrtp_1"
  syn-cell-area_um2: 279
  yosys.area_share.aoi: 0.135
  avgSynthCellArea_um2: 12.1
  top_cells_by_count: "dfrtp_1, nor2_1, mux2i_1"
  ys_sh_xor: 0
  logic_family: "AND-OR/OR-AND gates"
  ys_cells: 23
  synthDistinctLibCells: 12
  postSynthSeqShare: 0.543
  ff_type: "dfrtp_1"
  mux_area_frac: 0.108
  synth-simple-area-share: 0.112
  yosysWarningCount: 1
  synth-seq-cells: 6
  synthTopCellsByArea: "dfrtp_1, mux2i_1, dfstp_2"
  async_flop_share: 1.00
  synth_chip_area_um2: 279
  synthesis.instances: 23
  top_area_frac: 0.448
  yosys.area_share.adder: 0
  synth-edff-count: 0
clocking:
  numCtsBuffers: 3
  cts_buffer_depth: 2
  cts_tree: "done"
  htreeDepth: 1
  cts_num_sinks: 6
  root_buffer: "clkbuf_4"
  insertion_delay_ns: 0.24
  path_clk_slew_ns: 0.05
grt:
  antenna_found_initial: 0
  grt_pass1_wl_um: 793
  grt_pass1_vias: 190
  grt_max_degree: 10
  grt_remaining_overflow: 0
  grtUsageTotal: 0.0149
detailed_routing:
  wl_um: 473
  dr.pass1.iters: 4
  vias: 181
  n_antenna_cell: 0
  route.detailed.vias_per_inst: 2.35
  ant_nets: 0
  wl_per_cell_um: 6.14
  drt_iter0_markers: 10
  drc_errors: 0
flow_run:
  maxCapViolCount: 0
  tool_warnings: 25
min_path:
  hp-class: "primary input to async pin"
final cells by class:
cell class	instances	area, um2	share of cell area
clock buffer	4	26.3	0.0665
inverter	1	6.26	0.0158
multi-input combinational	14	98.8	0.250
sequential	6	151	0.383
tap	46	57.6	0.146
timing repair buffer	6	55.1	0.139
cell usage in the layout (no fill, tap or decap):
master           n
clkbuf_1         1
nor2_1           5
clkdlybuf4s50_1  4
clkbuf_4         3
mux2i_1          3
and2_1           1
nor2_2           1
o21ai_1          1
inv_4            1
buf_4            2
o21a_1           1
dfrtp_1          5
o311ai_2         1
dfstp_2          1
a22o_1           1
per-layer routing:
| metal | routed length (um) | vias up | track usage |
|---|---|---|---|
| met5 | 0 | - | 0 |
| met3 | 14 | 2 | 0.00455 |
| met2 | 205 | 4 | 0.0193 |
| met4 | 20 | 0 | 0.0123 |
| li1 | - | 91 | - |
| met1 | 233 | 84 | 0.0195 |
worst max-delay path by stage:
| stage | start | to | slack (ns) | cells after the start |
|---|---|---|---|---|
| CTS | current_state[5] | unlock | 0.004 | 1 |
| finish | current_state[5] | unlock | 0.07 | 1 |
| global route | current_state[5] | unlock | 0.01 | 1 |
logic make-up after synthesis:
group           count (synthesis)
compound gates                  4
buf+inv                         3
flops                           6
mux                             3
simple gates                    7
power by group through the flow:
stage | clock, mW | combinational [mW] | sequential [mW]
after CTS | 0.181 | 0.0503 | 0.201
after global routing | 0.192 | 0.0560 | 0.202
final | 0.172 | 0.0498 | 0.201
what timing repair did:
action,CTS,global route
setup endpoints to repair,0,1
buffers inserted,0,1
gates resized,0,0
hold buffers,0,0
Power figures rest on the tool's default switching activity, not on a simulated workload.
