==> design/flow/config.mk <==
export PLATFORM = sky130hd
export DESIGN_NAME = shifter
export DESIGN_NICKNAME = shifter
export VERILOG_FILES = /design/flow/design.v
export SDC_FILE = /design/flow/constraint.sdc
export NUM_CORES = 4
export LEC_CHECK = 1
export CORE_AREA = 10 10 70 70
export DIE_AREA = 0 0 80 80
==> design/flow/constraint.sdc <==
current_design shifter

set clk_period 1.1
set clk_io_pct 0.2

create_clock -name clk0 -period $clk_period [get_ports {clk}]

set non_clock_inputs [all_inputs -no_clocks]
set_input_delay [expr $clk_period * $clk_io_pct] -clock clk0 $non_clock_inputs
set_output_delay [expr $clk_period * $clk_io_pct] -clock clk0 [all_outputs]
==> design/flow/design.v <==
module shifter (
	input					clk,
	input					load,
	input					right,
	input					left,
	input			[4:0]	in_value,
	output	reg		[4:0]	value 
);
reg [4:0] internal_reg ;
always @ (posedge clk)
 begin
	 if (load)
	  begin
		 internal_reg <= in_value ;
	  end
	 else if (right)
	  begin
		 internal_reg <= internal_reg >> 1 ;
		 value <= internal_reg ;
	  end
	 else if (left)
	  begin
		 internal_reg <= internal_reg << 1 ;
         value <= internal_reg ;
	  end	  
 end
endmodule
==> design/flow/run.sh <==
#!/bin/bash
# OpenROAD 26Q1-2900-gdf79404cd8, Yosys 0.63+post, stock flow scripts
make -C /OpenROAD-flow-scripts/flow DESIGN_CONFIG=/design/flow/config.mk WORK_HOME=/design/flow/orfs finish
==> qor.csv <==
metric,value,unit
openroad.warnings,25,
cts_setup_buffers,0,
worst_slew_pin_slew,0.144,ns
grt_overflow,0,
clock.latency.late_pin,0.26,ns
areaGrowthSynthToFinish,50.7,%
power_frac_comb,11.7,%
ys.flops,10,
clock_skew,0.00860,ns
die_y,80,um
outcome,finished clean,
worstPathCellList,"clkdlybuf4s50_1, or3_4",
portBuffers,13,
grt_pass1_vias,304,
pwr-share-seq,58.4,%
post-place-cells,90,
cts-root-buf,clkbuf_4,
cp_slowest_cell,clkdlybuf4s50_1,
design_area,632,sq um
drc,0,
rows,21,
cts_tree,yes,
maxCapViolCount,0,
hold_violations,0,
grt_pass1_wl,1350,um
diodes,0,
stdcell_count,94,
dp_hpwl,653,um
yosys_warnings,1,
firstDrtPassIters,3,
numClockSinks,10,
slew_headroom,90.2,%
p_leak,0.000234,uW
numCtsBuffers,3,
grt_util_all_layers,2.68,%
ys_chip_area,419,sq um
slowest_delay,0.47,ns
timing.final.crit_share,97.8,%
fp-utilization,12.3,%
clockBufferDepth,2,
die_w,80,um
fmax,0.929,GHz
core,3420,sq um
required,1.10,ns
hp-class,flip-flop to flip-flop,
critPathLaunchType,primary input,
p_switching,169,uW
grt_setup_unrepaired,false,
drive_above_1_share,18.8,%
n_fill_cell,391,
routed_wirelength,770,um
wire_per_inst,8.19,um
crit_buf_inv,1,
regArea,300,sq um
die-area,6400,sq um
cts_hold_buffers,0,
intPower,658,uW
fin_crit,1.08,ns
ys_types,10,
drt-initial-drc-count,8,
gp_congestion,0.750,
arrival,1.08,ns
grt_max_degree,9,
ios,14,
cp_top_family,buffers and inverters,
vias,266,
p_sw_share,20.5,%
comb_area,103,sq um
ys_seq_share,71.6,%
power,828,uW
final_max_slew_viol_count,0,
p_clk_share,29.8,%
synth_cells,30,
crit_path_max_fanout,5,
ys_cells,30,
crit_path_end_kind,flip-flop,
r2r_cells,2,
antenna_found_initial,0,
drtAntennaViolNets,0,
irDropWorstVdd,478,uV
dpl-instance-area,613,sq um
whs_path_depth,0,
tns,0,ns
post_drt_via_cell_ratio,2.83,
synth_area,419,sq um
clkSlewWorstSetupHoldPaths,0.07,ns
path_depth,2,
syn_avg_cell_area,14.0,sq um
final-setup-viol-count,0,
power_per_cell_area,1310,nW/um^2
path_class,primary input to flip-flop,
h-tree-depth,1,
==> worst reg2reg max path, stage by stage, from the launching register on <==
cell and delay [ns]:
edfxtp_1 0.43, mux2i_1 0.16, o21ai_1 0.07
==> layer usage <==
| metal | global-route usage [%] | up-vias | wire, um |
|---|---|---|---|
| li1 | - | 143 | - |
| met1 | 3.88 | 105 | 420 |
| met2 | 2.41 | 18 | 198 |
| met3 | 2.84 | 0 | 151 |
| met4 | 0.528 | 0 | 0 |
| met5 | 0 | - | 0 |
==> final timing paths <==
path	start	to	slack, ns
min reg2reg	internal_reg[0]$_DFFE_PP_	value[0]$_DFFE_PP_	0.45
min	internal_reg[0]$_DFFE_PP_	value[0]$_DFFE_PP_	0.45
max	load	internal_reg[2]$_DFFE_PP_	0.02
max reg2reg	internal_reg[3]$_DFFE_PP_	internal_reg[2]$_DFFE_PP_	0.19
==> stage by stage <==
step | util (%) | hold slack (ns) | worst slack, ns
finish | 18.5 | 0.445 | 0.0239
global route | 18.5 | 0.471 | 0.00526
CTS | 18.8 | 0.452 | 0.0363
detailed placement | 17.9 | 0.437 | -0.325
global placement | 17.9 | 0.461 | -0.289
floorplan | - | 0.411 | 0.102
==> timing repair <==
| action | CTS | global route |
|---|---|---|
| pin swaps | 1 | 0 |
| resized | 12 | 2 |
| setup endpoints to repair | 11 | 2 |
==> synth_stat cells <==
cell / number / area, sq um
edfxtp_1: 10 / 300
nand2_1: 6 / 22.5
mux2i_1: 3 / 30.0
o21ai_0: 3 / 15.0
nor2_1: 2 / 7.51
o21ai_1: 2 / 10.0
buf_2: 1 / 5.00
buf_6: 1 / 11.3
nand2b_1: 1 / 6.26
or3_4: 1 / 11.3
==> power by group through the flow <==
stage | Clock [uW] | Sequential, uW | Combinational [uW]
after CTS | 259 | 484 | 102
after global routing | 299 | 489 | 110
final | 247 | 484 | 97.3
==> layout by cell type, fill, tap and decap left out, drive strengths merged <==
cell,Yosys,layout
buf,2,3
clkbuf,0,5
clkdlybuf4s15,0,3
clkdlybuf4s50,0,7
clkinv,0,1
dlygate4sd2,0,1
edfxtp,10,10
mux2i,3,3
nand2,6,6
nand2b,1,1
nor2,2,2
o21ai,5,5
or3,1,1
==> area by class of cell <==
type | count | area share, %
clock buffer | 3 | 3.56
sequential | 10 | 47.5
multi-input combinational | 18 | 16.2
clock inverter | 1 | 0.594
timing repair buffer | 16 | 23.0
tap | 46 | 9.11
==> logic make-up after synthesis <==
kind of cell	after synthesis	share of synthesized area, %
DFF	10	71.6
AOI/OAI and AO/OA	5	5.97
buffers and inverters	2	3.88
and+or+nand+nor	10	11.3
muxes	3	7.16
No activity file was given, so power comes from the tool's default toggle rates.
